$ cat ./config.mk
export PLATFORM = sky130hd
export DESIGN_NAME = digital_lock
export DESIGN_NICKNAME = digital_lock
export VERILOG_FILES = /design/flow/design.v
export SDC_FILE = /design/flow/constraint.sdc
export NUM_CORES = 4
export LEC_CHECK = 1
export CORE_UTILIZATION = 50
$ cat ./constraint.sdc
current_design digital_lock

set clk_period 7.8
set clk_io_pct 0.2

create_clock -name clk0 -period $clk_period [get_ports {clk}]

set non_clock_inputs [all_inputs -no_clocks]
set_input_delay [expr $clk_period * $clk_io_pct] -clock clk0 $non_clock_inputs
set_output_delay [expr $clk_period * $clk_io_pct] -clock clk0 [all_outputs]
$ cat ./design.v
module Cntr_Unit (
	input      clk    ,
	input      reset  ,
	output reg new_clk
);
	reg [31:0] r_reg;
	always @ (posedge clk, posedge reset)begin
		if (reset) begin
			r_reg   <= 0;
			new_clk <= 0;
		end else begin
			if (r_reg == 50000000) begin  
				new_clk <= ~new_clk;
				r_reg   <= 0;
			end else begin
				new_clk <= new_clk;
				r_reg   <= r_reg + 1;
			end
		end
	end
endmodule
module Disp_Unit (
	input      [2:0] disp_1,
	input      [2:0] disp_2,
	input      [2:0] disp_3,
	input      [2:0] disp_N,
	input            reset ,
	input            clk   ,
	output reg [7:0] sseg  ,
	output reg [3:0] an
);
	localparam   N       = 18;
	reg  [N-1:0] q_reg       ;
	wire [N-1:0] q_next      ;
	reg  [  2:0] disp_in     ;
	always @ ( posedge clk, posedge reset)
		if (reset)
			q_reg <= 0;
		else
			q_reg <= q_next;
	assign q_next = q_reg + 1;
	always @*
		case (q_reg [N-1:N-2])
			2'b00 :
				begin
					an      = 4'b1110;
					disp_in = disp_1;
				end
			2'b01 :
				begin
					an      = 4'b1101;
					disp_in = disp_2;
				end
			2'b10 :
				begin
					an      = 4'b1011;
					disp_in = disp_3;
				end
			default :
				begin
					an      = 4'b0111;
					disp_in = disp_N;
				end
		endcase
		always @*
		begin
			case (disp_in)
				3'b000  : sseg[6:0] = 7'b1000000 ;
				3'b001  : sseg[6:0] = 7'b1111001 ;
				3'b010  : sseg[6:0] = 7'b0100100 ;
				3'b011  : sseg[6:0] = 7'b0110000 ;
				3'b100  : sseg[6:0] = 7'b0011001 ;
				3'b101  : sseg[6:0] = 7'b0010010 ;
				default : sseg[6:0] = 7'b1000000 ;
			endcase
			sseg[7] = 1'b1;
		end
endmodule
`timescale 1ns / 1ps
module FSM_lock_Unit (
	input            clk   ,
	input            d1    ,
	input            d2    ,
	input            d3    ,
	input            d4    ,
	input            d5    ,
	output reg       lock  ,
	output reg       unlock,
	output reg [2:0] disp_1,
	output reg [2:0] disp_2,
	output reg [2:0] disp_3,
	output reg [2:0] disp_N,
	input            reset
);
	parameter [2:0] A = 3'b000, B = 3'b001, C = 3'b010, D = 3'b011,E = 3'b100, F = 3'b101, G = 3'b110, H = 3'b111;
	reg [2:0] N         ;
	reg [2:0] N_r       ;
	reg [2:0] state_next;
	reg [2:0] state_reg ;
	reg [2:0] disp_1_r;
	reg [2:0] disp_2_r;
	reg [2:0] disp_3_r;
	reg [2:0] disp_N_r;
	reg lock_r;
	reg unlock_r;
	reg d1_r;
	reg d2_r;
	reg d3_r;
	reg d4_r;
	reg d5_r;
	wire d1_flag;
	wire d2_flag;
	wire d3_flag;
	wire d4_flag;
	wire d5_flag;
	always @(posedge clk or posedge reset) begin
		if(reset) begin
			d1_r <= 0;
			d2_r <= 0;
			d3_r <= 0;
			d4_r <= 0;
			d5_r <= 0;
		end else begin
			d1_r <= d1;
			d2_r <= d2;
			d3_r <= d3;
			d4_r <= d4;
			d5_r <= d5;
		end
	end
	assign d1_flag = ~d1_r & d1;
	assign d2_flag = ~d2_r & d2;
	assign d3_flag = ~d3_r & d3;
	assign d4_flag = ~d4_r & d4;
	assign d5_flag = ~d5_r & d5;
	always @ ( posedge clk or posedge reset)
		if (reset)
			state_reg <= A;
		else
			state_reg <= state_next;
	always @ ( posedge clk  or posedge reset)
		if (reset) begin
			N_r      <= 2;
			disp_1_r <= 0;
			disp_2_r <= 0;
			disp_3_r <= 0;
			disp_N_r <= 2;
			unlock_r <= 0;
			lock_r   <= 0;
		end else begin
			N_r      <= N;
			disp_1_r <= disp_1;
			disp_2_r <= disp_2;
			disp_3_r <= disp_3;
			disp_N_r <= disp_N;
			unlock_r <= unlock;
			lock_r   <= lock;
		end
	always @(state_reg, d1_flag, d2_flag, d3_flag, d4_flag, d5_flag) begin
		disp_1     = disp_1_r;
		disp_2     = disp_2_r;
		disp_3     = disp_3_r;
		disp_N     = disp_N_r;
		unlock     = unlock_r;
		lock       = lock_r;
		N          = N_r;
		state_next = state_reg;
		case (state_reg)
			A :
				begin
					disp_1 = 3'b000;
					disp_2 = 3'b000;
					disp_3 = 3'b000;
					if (d2_flag)
						begin
							disp_1     = 3'b010;
							state_next = B;
						end
					else
						begin
							if (d1_flag) begin
								disp_1     = 3'b001;
								state_next = E;
							end else if (d3_flag) begin
								disp_1     = 3'b011;
								state_next = E;
							end else if (d4_flag) begin
								disp_1     = 3'b100;
								state_next = E;
							end else if (d5_flag) begin
								disp_1     = 3'b101;
								state_next = E;
							end
						end
				end
			B :
				begin
					if (d4_flag)
						begin
							disp_2     = 3'b100;
							state_next = C;
						end
					else
						begin
							if (d1_flag) begin
								disp_2     = 3'b001;
								state_next = F;
							end else if (d2_flag) begin
								disp_2     = 3'b010;
								state_next = F;
							end else if (d3_flag) begin
								disp_2     = 3'b011;
								state_next = F;
							end else if (d5_flag) begin
								disp_2     = 3'b101;
								state_next = F;
							end
						end
				end
			C :
				begin
					if (d1_flag)
						begin
							disp_3     = 3'b001;
							state_next = D;
						end
					else
						begin
							if (d4_flag) begin
								disp_3     = 3'b100;
								state_next = G;
							end else if (d2_flag) begin
								disp_3     = 3'b010;
								state_next = G;
							end else if (d3_flag) begin
								disp_3     = 3'b011;
								state_next = G;
							end else if (d5_flag) begin
								disp_3     = 3'b101;
								state_next = G;
							end
						end
				end
			D :
				begin
					unlock = 1;
					lock   = 0;
				end
			E :
				begin
					if (d1_flag) begin
						disp_2     = 3'b001;
						state_next = F;
					end else if (d4_flag) begin
						disp_2     = 3'b100;
						state_next = F;
					end else if (d2_flag) begin
						disp_2     = 3'b010;
						state_next = F;
					end else if (d3_flag) begin
						disp_2     = 3'b011;
						state_next = F;
					end else if (d5_flag) begin
						disp_2     = 3'b101;
						state_next = F;
					end
				end
			F :
				begin
					if (d1_flag) begin
						disp_3     = 3'b001;
						state_next = G;
					end else if (d4_flag) begin
						disp_3     = 3'b100;
						state_next = G;
					end else if (d2_flag) begin
						disp_3     = 3'b010;
						state_next = G;
					end else if (d3_flag) begin
						disp_3     = 3'b011;
						state_next = G;
					end else if (d5_flag) begin
						disp_3     = 3'b101;
						state_next = G;
					end
				end
			G :
				begin
					N      = N_r - 1;
					disp_N = N_r - 1;
					if (N_r > 1)
						state_next = A;
					else
						begin
							state_next = H;
							unlock = 0;
							lock   = 1;
						end
				end
			H :
				begin
					unlock = 0;
					lock   = 1;
				end
		endcase
	end
endmodule
module digital_lock (
	input  wire       clk   ,
	input  wire       reset ,
	input  wire       d1    ,
	input  wire       d2    ,
	input  wire       d3    ,
	input  wire       d4    ,
	input  wire       d5    ,
	output wire       unlock,
	output wire       lock  ,
	output wire [3:0] an    ,
	output wire [7:0] sseg
);
	wire [2:0] disp_1_wire ;
	wire [2:0] disp_2_wire ;
	wire [2:0] disp_3_wire ;
	wire [2:0] disp_N_wire ;
	wire       new_clk_wire;
	Cntr_Unit Cntr (.clk(clk), .reset(reset), .new_clk(new_clk_wire));
	FSM_lock_Unit FSM_lock (
		.clk   (new_clk_wire),
		.lock  (lock        ),
		.unlock(unlock      ),
		.disp_1(disp_1_wire ),
		.disp_2(disp_2_wire ),
		.disp_3(disp_3_wire ),
		.disp_N(disp_N_wire ),
		.reset (reset       ),
		.d1    (d1          ),
		.d2    (d2          ),
		.d3    (d3          ),
		.d4    (d4          ),
		.d5    (d5          )
	);
	Disp_Unit Disp (
		.clk   (clk        ),
		.reset (reset      ),
		.disp_1(disp_1_wire),
		.disp_2(disp_2_wire),
		.disp_3(disp_3_wire),
		.disp_N(disp_N_wire),
		.sseg  (sseg       ),
		.an    (an         )
	);
endmodule
$ cat ./run.sh
#!/bin/bash
# OpenROAD 26Q1-2900-gdf79404cd8, Yosys 0.63+post, stock flow scripts
make -C /OpenROAD-flow-scripts/flow DESIGN_CONFIG=/design/flow/config.mk WORK_HOME=/design/flow/orfs finish
==> flow_results.xml <==
<?xml version="1.0" encoding="UTF-8"?>
<metrics>
  <group name="status">
    <metric name="run_status" unit="">complete, no violations</metric>
  </group>
  <group name="global_route">
    <metric name="via_count_of_the_first_global_routing_pass" unit="">2788</metric>
    <metric name="grt.total_usage" unit="%">20.0</metric>
    <metric name="first_pass_grt_wire_length" unit="mm">13.3</metric>
    <metric name="grt_max_degree" unit="">46</metric>
    <metric name="grt.met2_usage" unit="%">30.7</metric>
    <metric name="met3_usage" unit="%">1.90</metric>
    <metric name="grt_antenna_before_repair" unit="">0</metric>
    <metric name="gr-total-overflow" unit="">0</metric>
    <metric name="grt_most_used_layer" unit="">met1</metric>
    <metric name="global_route.usage.met1" unit="%">33.7</metric>
  </group>
  <group name="drt">
    <metric name="routed_via_density" unit="">5.43</metric>
    <metric name="routed_wire_length_per_instance" unit="um">14.5</metric>
    <metric name="drc_errors" unit="">0</metric>
    <metric name="route.final.wire_length" unit="mm">7.55</metric>
    <metric name="first_pass_iters" unit="">4</metric>
    <metric name="detailedRoute.firstIterationViolations" unit="">76</metric>
    <metric name="antenna_violating_nets_post_route" unit="">0</metric>
    <metric name="inserted_diodes" unit="">0</metric>
    <metric name="num_vias" unit="">2831</metric>
  </group>
  <group name="synthesis">
    <metric name="ys_warn_count" unit="">3</metric>
    <metric name="syn-cell-area" unit="um2">4150</metric>
    <metric name="largest_area_cell" unit="">dfrtp_1</metric>
    <metric name="yosysSeqAreaShare" unit="%">52.5</metric>
    <metric name="ys_cells" unit="">400</metric>
    <metric name="avgSynthCellArea" unit="um2">10.4</metric>
    <metric name="postSynth.topFlopCell" unit="">dfrtp_1</metric>
    <metric name="post_synth_tally_of_flip_flops_with_integrated_enable" unit="">0</metric>
    <metric name="ys_top_cells_by_area" unit="">dfrtp_1 51%, xnor2_1 6.3%, xor2_1 4.0%</metric>
    <metric name="yosysTopAreaCellShare" unit="%">50.6</metric>
    <metric name="yosysUniqueCellTypes" unit="">56</metric>
    <metric name="yosys.stat.chipArea" unit="um2">4150</metric>
    <metric name="synth-async-reset-ratio" unit="%">100</metric>
    <metric name="synth-seq-cells" unit="">87</metric>
    <metric name="post_syn_instances" unit="">400</metric>
  </group>
  <group name="cts">
    <metric name="cts_root_buffer" unit="">clkbuf_8</metric>
    <metric name="cts.htree.levels" unit="">2</metric>
    <metric name="ctsResizeCount" unit="">0</metric>
    <metric name="cts_bufs_inserted" unit="">5</metric>
    <metric name="postCtsSetupBuffers" unit="">0</metric>
    <metric name="clock_tree_from_tritoncts" unit="">yes</metric>
    <metric name="cts-root-to-sink-buffers" unit="">2</metric>
    <metric name="clock_latency" unit="ps">300</metric>
    <metric name="postCtsHoldBufs" unit="">0</metric>
    <metric name="cts.clk_slew.worst_paths" unit="ps">90</metric>
  </group>
  <group name="critical_path">
    <metric name="crit_path_start_kind" unit="">input port</metric>
    <metric name="cp_cell_sequence" unit="">clkdlybuf4s50_1, nor2b_1, nor4_1, a21o_1, a21oi_1, a31oi_2, nand2_1, a21boi_0, clkdlybuf4s50_1</metric>
    <metric name="reg2reg_slack" unit="ps">5370</metric>
    <metric name="reg2regPathDepth" unit="">6</metric>
    <metric name="worst_reg2reg_path_startpoint" unit="">Cntr.r_reg[10]$_DFF_PP0_</metric>
    <metric name="crit_required" unit="ps">6240</metric>
    <metric name="critical_path_endpoint_category" unit="">primary output</metric>
    <metric name="timing.critical_path.arrival" unit="ps">4480</metric>
    <metric name="critical_path.most_common_cell" unit="">clkdlybuf4s50_1</metric>
    <metric name="critPathMaxFanout" unit="">7</metric>
    <metric name="worst_path_max_delay_cell" unit="">nor4_1</metric>
    <metric name="max_stage_delay" unit="ps">820</metric>
    <metric name="startpoint" unit="">d1</metric>
    <metric name="worstSetupPathType" unit="">input port to primary output</metric>
    <metric name="worstReg2RegEnd" unit="">Cntr.new_clk$_DFFE_PP0N_</metric>
  </group>
  <group name="placement">
    <metric name="dpl_worst_slack" unit="ps">1780</metric>
    <metric name="place.gp.congestion" unit="">0.869</metric>
    <metric name="port_buffers" unit="">19</metric>
    <metric name="dp_hpwl" unit="mm">5.43</metric>
  </group>
  <group name="layout">
    <metric name="final_layout_top_logic_cell" unit="">dfrtp_1</metric>
    <metric name="final_layout_size_suffix_gt1_share" unit="%">6.92</metric>
    <metric name="largest_register_ffs" unit="">32</metric>
    <metric name="final_cell_mix" unit="">84 x dfrtp_1, 44 x nor2_1, 30 x xnor2_1</metric>
    <metric name="area_delta_synth_final" unit="%">9.37</metric>
  </group>
  <group name="floorplan">
    <metric name="dieArea" unit="um2">8670</metric>
    <metric name="initial_utilization" unit="%">52.6</metric>
    <metric name="floorplan.io_pins" unit="">21</metric>
    <metric name="die_w" unit="um">93.1</metric>
    <metric name="core_area" unit="um2">7890</metric>
    <metric name="site_rows" unit="">32</metric>
    <metric name="die.size.y" unit="um">93.1</metric>
  </group>
  <group name="final_timing">
    <metric name="max_freq" unit="GHz">0.166</metric>
    <metric name="unconstrained_endpoints" unit="">38</metric>
    <metric name="finClkSkew" unit="ps">8.73</metric>
    <metric name="drv_slew" unit="">0</metric>
    <metric name="report.final.hold_viol_count" unit="">0</metric>
    <metric name="postLayoutSetupSlackWorst" unit="ps">1760</metric>
    <metric name="unclocked_regs" unit="">36</metric>
    <metric name="finalSetupTns" unit="ps">0</metric>
    <metric name="final_period_minus_worst_setup_slack" unit="ps">6040</metric>
    <metric name="timing_worst_slew_pin_value" unit="ps">915</metric>
    <metric name="final_critical_path_share_of_the_clock_period" unit="%">77.4</metric>
    <metric name="finalSetupViolCount" unit="">0</metric>
    <metric name="setup_repair_after_global_routing_missed_its_margin" unit="">no</metric>
    <metric name="maxSlewHeadroom" unit="%">38.4</metric>
  </group>
  <group name="power">
    <metric name="clock_share_of_power" unit="%">36.5</metric>
    <metric name="powerDensity" unit="nW/um2">99.1</metric>
    <metric name="power_report.internal_total" unit="uW">351</metric>
    <metric name="switching_share" unit="%">21.9</metric>
    <metric name="power.combinational.fraction" unit="%">4.7</metric>
    <metric name="p_switching" unit="uW">98.6</metric>
    <metric name="power_frac_seq" unit="%">58.8</metric>
    <metric name="power.static_leakage" unit="nW">2.06</metric>
    <metric name="max-vdd-ir-drop" unit="mV">0.127</metric>
  </group>
  <group name="hold_path">
    <metric name="whs_path_depth" unit="">1</metric>
    <metric name="hold_path.startpoint" unit="">Cntr.new_clk$_DFFE_PP0N_</metric>
    <metric name="worstHoldEndpoint" unit="">Cntr.new_clk$_DFFE_PP0N_</metric>
    <metric name="holdCritPathClass" unit="">register to register</metric>
  </group>
  <group name="run">
    <metric name="maxCapViolCount" unit="">0</metric>
    <metric name="stage_log_warnings" unit="">27</metric>
  </group>
</metrics>
==> logic make-up after synthesis <==
group	Yosys count	synth area share, %
simple gates	165	20.6
flops	87	52.5
compound gates	64	11.3
xor+xnor	49	10.3
buf+inv	26	2.71
fa+ha+maj	5	1.51
mux	3	0.844
other cells	1	0.0903
==> worst max-delay path by stage <==
stage / endpoint / slack [ps] / cells after the start
after global routing: sseg[0] / 1480 / 9
after CTS: sseg[0] / 1770 / 9
final: sseg[4] / 1760 / 9
==> metal layers <==
layer | routed length, um | vias to the layer above
li1 | - | 1444
met1 | 3710 | 1333
met2 | 3550 | 46
met3 | 165 | 8
met4 | 122 | 0
met5 | 0 | -
==> worst max-delay path: cells and delay by family <==
kind                   cells  cell delay, ps
AOI/OAI and AO/OA          4             840
buffers and inverters      2             920
and+or+nand+nor            3            1160
==> power groups by stage <==
stage	logic, mW	clock network, mW	registers (mW)
4_1_cts	0.0220	0.172	0.264
5_1_grt	0.0244	0.181	0.264
6_report	0.0212	0.164	0.264
==> cell type report <==
cell class / instances / area (um2)
flip-flops and latches: 87 / 2180
clock inverters: 1 / 7.51
inverters: 15 / 57.6
fillers: 657 / 3350
multi-input cells: 287 / 1860
repair buffers: 22 / 213
clock buffers: 7 / 96.3
well taps: 102 / 128
==> per-stage QoR <==
step / instances / hold slack (ps) / power [mW] / cell area, um2 / util [%]
3_3_place_gp: 513 / 456 / 0.292 / 4440 / 56.3
2_1_floorplan: 400 / 438 / 0.283 / 4150 / -
5_1_grt: 521 / 499 / 0.470 / 4540 / 57.6
3_5_place_dp: 513 / 458 / 0.292 / 4440 / 56.3
6_report: 521 / 468 / 0.450 / 4540 / 57.6
4_1_cts: 521 / 475 / 0.459 / 4540 / 57.6
==> cell usage after synthesis, drive strengths merged, types with 4 or more instances <==
cell     n
nand4   14
ha       5
a31oi    4
and3     7
xnor2   30
inv     15
a22o     6
dfrtp   84
nor2    44
a21o     7
nand3   21
nor4     5
clkbuf   8
nand2b   7
o21ai   12
a21oi    9
and4     5
xor2    19
nand2   29
nor3     8
nor2b    8
No activity file was given, so power comes from the tool's default toggle rates.
